<file path="./config.mk">
export PLATFORM = sky130hd
export DESIGN_NAME = dma_from_sdram
export DESIGN_NICKNAME = dma_from_sdram
export VERILOG_FILES = /design/flow/design.v
export SDC_FILE = /design/flow/constraint.sdc
export NUM_CORES = 4
export LEC_CHECK = 1
export CORE_UTILIZATION = 50
</file>
<file path="./constraint.sdc">
current_design dma_from_sdram

set clk_period 10.4
set clk_io_pct 0.2

create_clock -name clk0 -period $clk_period [get_ports {clk}]

set non_clock_inputs [all_inputs -no_clocks]
set_input_delay [expr $clk_period * $clk_io_pct] -clock clk0 $non_clock_inputs
set_output_delay [expr $clk_period * $clk_io_pct] -clock clk0 [all_outputs]
</file>
<file path="./design.v">
`timescale 1 ps / 1 ps
module dma_from_sdram
(
    input wire clk,
    input wire rst,
	input wire start,
	input wire [28:0] begin_address,
	input wire [31:0] size_buffer,
	output  wire [28:0] sdram0_data_address,          
	input wire        sdram0_data_waitrequest,        
	input wire [63:0] sdram0_data_readdata,           
	input wire        sdram0_data_readdatavalid,      
	output  wire        sdram0_data_read,
	output wire [7:0] sdram0_data_burstcount,
	output wire [9:0] dist_address,
	output wire [47:0] dist_data,
	output wire write_enable,
	output wire dist_clk  
);
   	parameter IDLE = 3'b00;
   	parameter READ_FROM_SDRAM = 3'b01;
   	parameter WAIT_RESPONSE_FROM_SDRAM = 3'b10;
   	parameter WRITE_TO_DIST_ONE = 3'b011;
   	parameter WRITE_TO_DIST_TWO = 3'b100;
   	parameter WRITE_TO_DIST_THREE = 3'b101;
   	parameter WRITE_TO_DIST_FOUR = 3'b110;
		parameter WAIT = 3'b111;
  	reg [2:0] state = IDLE;
	reg [63:0] read_data_from_sdram;
	reg [28:0] reg_address;
   reg [9:0]  reg_dist_address;
	reg [31:0] reg_count_size;
	assign sdram0_data_address = reg_address;
   assign sdram0_data_read = (state == READ_FROM_SDRAM);
   assign sdram0_data_burstcount = 1'b1;
   assign dist_address = reg_dist_address;
   assign dist_clk = clk;
	assign dist_data = read_data_from_sdram;	
	assign write_enable = (state == WRITE_TO_DIST_ONE) || (state == WRITE_TO_DIST_TWO) || (state == WRITE_TO_DIST_THREE) || (state == WRITE_TO_DIST_FOUR);
   	always @(posedge clk)
      	if (rst == 1'b1) begin
        	state <= IDLE;
        	read_data_from_sdram <= 0;
        	reg_address <= 0;
        	reg_dist_address <= 0;
			reg_count_size <= 0;
      	end
      	else
         	case (state)
			 	IDLE : begin
            		if (start) begin
            			state <= READ_FROM_SDRAM;
						reg_address <= begin_address;
						reg_dist_address <= 0;
					end
            		else 
		            	state <= IDLE;
            	end
            	READ_FROM_SDRAM : begin
               		if (sdram0_data_waitrequest == 1'b0) begin 
            			state <= WAIT_RESPONSE_FROM_SDRAM;
					   end
               		else begin
                		state <= READ_FROM_SDRAM;
					   end
            		end
            	WAIT_RESPONSE_FROM_SDRAM : begin
            	    if (sdram0_data_readdatavalid == 1'b1) begin 
            			state <= WRITE_TO_DIST_FOUR;
						reg_count_size <= reg_count_size + 1;
						reg_address <= reg_address + 1;
						read_data_from_sdram <= sdram0_data_readdata;
					   end
               		else begin
                		state <= WAIT_RESPONSE_FROM_SDRAM;
					   end
            		end
				WRITE_TO_DIST_FOUR : begin
					reg_dist_address <= reg_dist_address + 1;
					if(reg_count_size == size_buffer)
						state <= WAIT;
					else
						state <= READ_FROM_SDRAM;
				end
				WAIT : begin
					state <= WAIT;
				end
         	endcase
endmodule
</file>
<file path="./run.sh">
#!/bin/bash
# OpenROAD 26Q1-2900-gdf79404cd8, Yosys 0.63+post, stock flow scripts
make -C /OpenROAD-flow-scripts/flow DESIGN_CONFIG=/design/flow/config.mk WORK_HOME=/design/flow/orfs finish
</file>
==> results_slide.txt <==
Synthesis and Place & Route Summary

Critical path
  – WP data arrival: 5.85 ns
  – CP max stage delay: 0.40 ns
  – First element of the critical path: clk
  – R2r setup slk: 7.98 ns
  – Max Fanout on Critical Path: 2
  – CP Depth: 3
  – Worst R2R End: reg_count_size[20]$_SDFFE_PP0P_
  – Worst R2R Path Depth: 6
  – Most frequent CP cell: clkbuf_16
  – CP delay by family, top: buffers and inverters
  – CP max stage cell: clkdlybuf4s50_1
  – Crit path DRT: 8.32 ns
  – CP endpoint kind: primary output
  – Setup CP Type: clock port to primary output
  – Critical path, cell by cell: clkbuf_16 > clkbuf_16 > clkdlybuf4s50_1
  – CP startpoint kind: clock port
  – Worst path buffer plus inverter count: 3
  – Critical R2R Launch: state[1]$_SDFFE_PP0P_
  – Worst Setup EP: dist_clk

Power
  – Psw: 332 µW
  – Reg power frac: 0.377
  – Clk network pwr share: 0.480
  – Leakage: 3.11 nW
  – VDD IR max: 0.125 mV
  – Logic pwr share: 0.143
  – Power density over the cells: 156 nW/µm²
  – Internal: 1.06 mW
  – Sw Share: 0.239

Synth
  – Simple share: 0.293
  – EDFF count, synth: 0
  – Largest logic family: simple AND/OR/NAND/NOR gates
  – Adder share: 0.00609
  – XOR Share, Synth: 0.0895
  – Async SR Flop Fraction: 0
  – Synthesized area: 6160 µm²
  – Max-area cell share: 0.396
  – Number of standard cells reported by yosys: 779
  – Synth Instances: 779
  – Top FF cell, synth: dfxtp_1
  – Yosys warnings: 1
  – Yosys cell types: 71
  – Synth area leader: dfxtp_1
  – Aoi share: 0.159
  – Mux frac, synth: 0.00711
  – Seq cells post-synth: 122
  – YS chip area: 6160 µm²
  – Cell area leaders: dfxtp_1 40%, nand2_1 8.8%, a21oi_1 7.1%
  – Post-Syn Area per Cell: 7.91 µm²
  – Synth Seq Share: 0.396

Drt
  – Pre-Repair DR Iteration Count: 7
  – Final wirelength: 17.0 mm
  – Remaining antenna violation count after routing: 0
  – Vias/cell: 5.60
  – DR WL/cell: 15.2 µm
  – Ant. Diodes: 0
  – Via count: 6243
  – # DRC: 0
  – DRT iter0 DRCs: 507

Clock network
  – Setup Buffers After CTS: 0
  – Hold Buf Count CTS: 0
  – Post-CTS resize count: 0
  – Clock Latency Late Sink: 0.51 ns
  – Clk pin slew, worst setup/hold paths: 0.06 ns
  – CTS tree: yes

Final timing
  – Pins Over Slew Limit: 0
  – Endpoints failing setup: 0
  – RSZ-0062 raised after global routing: no
  – Final hold violations: 0
  – Skew final: 0.00676 ns
  – Worst-margin pin slew: 0.851 ns
  – Setup TNS: 0 ns
  – Slew headroom: 0.433

Cells and area
  – FILL cells: 831
  – Area Overhead vs Synth: 44.0%
  – Post-route insts no fill: 1115
  – Most numerous logic cell after layout: clkdlybuf4s50_1
  – Multi-input logic area: 3460 µm²
  – Layout cells sized above 1: 0.0640
  – Top Layout Cells: 202 x clkdlybuf4s50_1, 145 x nand2_1, 122 x dfxtp_1
  – Sequential Area: 2440 µm²

Floorplanning
  – Initial Util: 0.513
  – Die area: 12800 µm²
  – Core area: 12000 µm²
  – Die y size: 113 µm
  – Chip Width: 113 µm
  – Top Ports: 228
  – Site Rows: 40

Placement
  – Cell Count Post-Placement: 1081
  – Dpl hpwl: 11.3 mm
  – # port buffers: 203
  – Final estimated routing congestion in global placement: 0.886

Global routing
  – Tot GR Track Use: 0.274
  – Largest net degree at the start of global routing: 65
  – Initial antenna violation count: 0
  – GRT overflow: 0
  – Vias in the first global route: 5793
  – Global-route wire length before repair: 27.7 mm

Hold path
  – Hold Crit Class: flop to flop

Outcome
  – Status: finished clean

Run
  – Max-cap check violation count: 0
  – Log Warnings: 43
[synthesized netlist by cell type (11+ instances only)]
master and n:
a21oi_1 87, clkbuf_1 38, xor2_1 34, nor2_1 61, o21ai_0 23, xnor2_1 29
a211oi_1 11, nor3_1 21, dfxtp_1 122, nand3_1 35, nor4_1 18, nand2_1 145
nand4_1 11
[power groups by stage]
stage / Sequential [mW] / Combinational, mW / Clock (mW)
4_1_cts: 0.522 / 0.199 / 0.678
5_1_grt: 0.527 / 0.218 / 0.700
6_report: 0.523 / 0.199 / 0.667
[logic make-up after synthesis]
family	count (synthesis)
xor+xnor	63
fa+ha+maj	3
simple gates	356
compound gates	162
flops	122
other cells	2
mux	4
buf+inv	67
[worst reg2reg max path, cell delays in order (launching register included)]
cell,delay (ns)
dfxtp_1,0.55
and4bb_2,0.28
buf_4,0.46
nand4_2,0.36
nor4_1,0.41
xnor2_1,0.16
nor2_1,0.05
[state kept, by name (all words and copies together) (netlist names)]
signal,cells
read_data_from_sdram,48
reg_count_size,32
reg_address,29
reg_dist_address,10
state,3
[stage by stage]
step	setup WS [ns]	cell area [µm²]	utilization	hold slack, ns	power (mW)
CTS	2.46	8870	0.739	0.454	1.40
global route	2.47	8870	0.739	0.471	1.45
finish	2.47	8870	0.739	0.451	1.39
global placement	2.75	8190	0.682	0.441	0.731
detailed placement	2.75	8190	0.682	0.446	0.734
floorplan	3.02	6190	-	0.422	0.621
[routing by layer]
layer  GRT usage  routed length, µm
met1       0.403               7480
met2       0.412               7630
met3      0.0726               1440
met4      0.0728                423
met5           0                  0
[layout make-up]
type                            count  share of cell area
Inverter                            7             0.00296
Clock inverter                     10              0.0159
Sequential cell                   122               0.275
Multi-Input combinational cell    596               0.390
Clock buffer                       25              0.0626
Timing Repair Buffer              208               0.233
Tap cell                          147              0.0207
[worst min-delay path by stage]
stage         slack (ns)                                     to                                  start  cells past startpoint
finish              0.45  read_data_from_sdram[13]$_SDFFE_PP0P_  read_data_from_sdram[13]$_SDFFE_PP0P_                      2
global route        0.47   read_data_from_sdram[2]$_SDFFE_PP0P_   read_data_from_sdram[2]$_SDFFE_PP0P_                      2
CTS                 0.45  read_data_from_sdram[33]$_SDFFE_PP0P_  read_data_from_sdram[33]$_SDFFE_PP0P_                      2
Power figures rest on the tool's default switching activity, not on a simulated workload.
