**run.sh**
```bash
#!/bin/bash
# OpenROAD 26Q1-2900-gdf79404cd8, Yosys 0.63+post, stock flow scripts
make -C /OpenROAD-flow-scripts/flow DESIGN_CONFIG=/design/flow/config.mk WORK_HOME=/design/flow/orfs finish
```
**config.mk**
```make
export PLATFORM = sky130hd
export DESIGN_NAME = matrix
export DESIGN_NICKNAME = matrix
export VERILOG_FILES = /design/flow/design.v
export SDC_FILE = /design/flow/constraint.sdc
export NUM_CORES = 4
export LEC_CHECK = 1
export CORE_UTILIZATION = 50
```
**constraint.sdc**
```tcl
current_design matrix

set clk_period 3.7
set clk_io_pct 0.2

create_clock -name clk0 -period $clk_period [get_ports {clk}]

set non_clock_inputs [all_inputs -no_clocks]
set_input_delay [expr $clk_period * $clk_io_pct] -clock clk0 $non_clock_inputs
set_output_delay [expr $clk_period * $clk_io_pct] -clock clk0 [all_outputs]
```
**design.v**
```verilog
module matrix
(
	input	wire			rst_n,
	input	wire			clk,
	output	reg				r0,
	output	reg				g0,
	output	reg				b0,
	output	reg				r1,
	output	reg				g1,
	output	reg				b1,
	output	reg				r2,
	output	reg				g2,
	output	reg				b2,
	output	reg				r3,
	output	reg				g3,
	output	reg				b3,
	output	reg		[2:0]	a,
	output	reg				blank,
	output	reg				sclk,
	output	reg				latch,
	output wire [9:0] mem_address,
	output wire mem_clk,
	output wire mem_write_enable,
	input wire [47:0] mem_output_data
);
localparam WAIT = 0,
		   BLANK = 1,
		   LATCH = 2,
		   UNBLANK = 3,
		   READ = 4,
		   SHIFT1 = 5,
		   SHIFT2 = 6,
		   WAIT_SHIFT = 7;
reg [8:0] level;
reg [2:0] state;
reg [12:0] timer;
reg [12:0] blanktimer;
reg [3:0] delay;
reg rd_buffer;
reg [1:0] rd_bit;
reg [2:0] rd_row;
reg [6:0] rd_col;
wire [9:0] rd_addr;
reg [9:0] rd_app;
wire [47:0] rd_data;
wire [3:0] rd_r1, rd_g1, rd_b1, rd_r0, rd_g0, rd_b0;
wire rd_r1_bit, rd_g1_bit, rd_b1_bit, rd_r0_bit, rd_g0_bit, rd_b0_bit;
wire [3:0] rd_r3, rd_g3, rd_b3, rd_r2, rd_g2, rd_b2;
wire rd_r3_bit, rd_g3_bit, rd_b3_bit, rd_r2_bit, rd_g2_bit, rd_b2_bit;
assign mem_address = rd_addr;
assign mem_clk = clk;
assign mem_write_enable = 1'b0;
assign rd_data = mem_output_data;
assign rd_addr =  rd_col + rd_app;
assign rd_r3 = rd_data[47:44];
assign rd_g3 = rd_data[43:40];
assign rd_b3 = rd_data[39:36];
assign rd_r2 = rd_data[35: 32];
assign rd_g2 = rd_data[ 31: 28];
assign rd_b2 = rd_data[ 27: 24];
assign rd_r1 = rd_data[23:20];
assign rd_g1 = rd_data[19:16];
assign rd_b1 = rd_data[15:12];
assign rd_r0 = rd_data[11: 8];
assign rd_g0 = rd_data[ 7: 4];
assign rd_b0 = rd_data[ 3: 0];
assign rd_r3_bit = rd_r3[rd_bit];
assign rd_g3_bit = rd_g3[rd_bit];
assign rd_b3_bit = rd_b3[rd_bit];
assign rd_r2_bit = rd_r2[rd_bit];
assign rd_g2_bit = rd_g2[rd_bit];
assign rd_b2_bit = rd_b2[rd_bit];
assign rd_r1_bit = rd_r1[rd_bit];
assign rd_g1_bit = rd_g1[rd_bit];
assign rd_b1_bit = rd_b1[rd_bit];
assign rd_r0_bit = rd_r0[rd_bit];
assign rd_g0_bit = rd_g0[rd_bit];
assign rd_b0_bit = rd_b0[rd_bit];
always @ (posedge clk)
begin
	if (rst_n)
	begin
		r0 <= 0;
		g0 <= 0;
		b0 <= 0;
		r1 <= 0;
		g1 <= 0;
		b1 <= 0;
		r2 <= 0;
		g2 <= 0;
		b2 <= 0;
		r3 <= 0;
		g3 <= 0;
		b3 <= 0;
		a <= 0;
		rd_app <= 0;
		blank <= 1;
		sclk <= 0;
		latch <= 0;
		level <= 0;
		state <= READ;
		timer <= 0;
		blanktimer <= 0;
		delay <= 0;
		rd_buffer <= 0;
		rd_row <= 0;
		rd_bit <= 0;
		rd_col <= 0;
	end
	else
	begin
		if (timer == 0)
		begin
			case (rd_bit)
				0: timer <= 959;
				1: timer <= 1919;
				2: timer <= 3839;
				3: timer <= 7679;
			endcase
			case (rd_bit)
				0: blanktimer <= (959 * level) >> 8;
				1: blanktimer <= (1919 * level) >> 8;
				2: blanktimer <= (3839 * level) >> 8;
				3: blanktimer <= (7679 * level) >> 8;
			endcase
		end
		else
		begin
			timer <= timer - 1;
			blanktimer <= blanktimer - 1;
		end
		if ((blanktimer == 0) || (timer == 0))
		begin
			blank <= 1;
		end
		else if ((state == LATCH) && (delay == 0))
		begin
			blank <= 0;
		end
		case (state)
			WAIT: begin
				sclk <= 0;
				if (timer == 0)
				begin
					delay <= 8;
					state <= BLANK;
				end
			end
			BLANK: begin
				if (delay == 0)
				begin
					latch <= 1;
					delay <= 8;
					state <= LATCH;
					a <= rd_row;
				end
				else
				begin
					delay <= delay - 1;
				end
			end
			LATCH: begin
				if (delay == 0)
				begin
					latch <= 0;
					state <= UNBLANK;
				end
				else
				begin
					delay <= delay - 1;
				end
			end
			UNBLANK: begin
				if (rd_bit == 3)
				begin
					rd_bit <= 0;
					if (rd_row == 7)
					begin
						rd_row <= 0;
						rd_app <= 0;
					end
					else
					begin
						rd_row <= rd_row + 1;
						rd_app <= rd_app + 128;
					end
				end
				else
				begin
					rd_bit <= rd_bit + 1;
				end
				state <= READ;
			end
			READ: begin
				state <= SHIFT1;
				sclk <= 0;
			end
			SHIFT1: begin
				r0 <= rd_r0_bit;
				g0 <= rd_g0_bit;
				b0 <= rd_b0_bit;
				r1 <= rd_r1_bit;
				g1 <= rd_g1_bit;
				b1 <= rd_b1_bit;
				r2 <= rd_r2_bit;
				g2 <= rd_g2_bit;
				b2 <= rd_b2_bit;
				r3 <= rd_r3_bit;
				g3 <= rd_g3_bit;
				b3 <= rd_b3_bit;
				state <= WAIT_SHIFT;
			end
			WAIT_SHIFT: begin
			    state <= SHIFT2;
			end
			SHIFT2: begin
				sclk <= 1;
				if (rd_col == 127)
				begin
					state <= WAIT;
					rd_col<= 0;
				end
				else
				begin
					state <= READ;
					rd_col <= rd_col + 1;
				end
			end
		endcase
	end
end
endmodule
```
==> run notes <==
impl run done, here's what came out: outcome finished clean, Synth warnings 1, crit path max fanout 2, Commonest flop dfxtp_1, final setup vio count 0, initial antenna violation count 0, vias in the first global route 2,500, ant diodes 0, Max Cap Viol 0, Synth Seq Share 0.408, CP bufs+invs 3, final setup TNS 0 ns, starting DRC count in detailed routing 106, layout cells sized above 1 0.111, EDFF count, synth 0, gr ovfl total 0, relative slew slack 0.505, Worst path top cell family by delay buffers and inverters, hold_buf cts 0, Synth cell types 53, Area growth, synth to finish 28.5%, Tool Warnings 35, hold slack 0.437 ns, Synth Area in Adders 0.0610, dpl hpwl 4.66 mm, CP max stage cell clkdlybuf4s50_1, ANT nets after route 0, Die H 85.5 µm, Tightest Hold Check Type flip-flop to flip-flop, Main logic family simple AND/OR/NAND/NOR gates, Post-Route WL 6.61 mm, DRC 0, CP peak stage delay 0.39 ns, synthesis area per yosys 3480 µm², largest net degree at the start of global routing 33, Mapped Cells 369, Power Dens Cells 543 nW/µm², Post-CTS Setup Bufs 0, Clock Skew 0.00972 ns, later-pin clock latency in the skew report 0.44 ns, via count 2,772, MUX share of area 0.124, # fillers 538, syn avg cell area 9.44 µm², Resize count post-CTS 0, final design utilization 0.663, cell breakdown of the critical path clkbuf_8 > clkbuf_8 > clkdlybuf4s50_1, CORE AREA 6760 µm², Final WS setup 0.492 ns, gr usage total 0.193, Crit path required time 2.96 ns, dpl ws 0.743 ns, CTS tree built, first-pass GRT wire length 11.2 mm, CP Capture Type output pin, RSZ-0062 raised after global routing no, yosys cell count 369, Row Count 30, Die Area 7310 µm², TritonRoute pass-1 iters 4, Clock Pin Slew Worst Setup and Hold Paths 0.08 ns, xor and xnor area share after synthesis 0.0654, share of flip-flops with an asynchronous set or reset 0, count of boundary I/O pins 80, Worst Path Arrival 2.47 ns, CP Launch Type clock port, class of the most critical setup path clock port to output pin, ao+oa area frac 0.0959, worst slew pin tran 0.742 ns, leak pwr 1.69 nW, Final Max Tran Viols 0, Avg Vias per Cell 5.30, die width 85.5 µm, final hold vios 0, Post-synth regs 71, Post-Syn Area 3480 µm², Port Buffer Count 78, Simple-Gate Fraction of Synth Area 0.198, Init Core Util 0.516, WL per Instance 12.6 µm, global placement routability congestion 0.798, CP most frequent cell clkbuf_8, Peak supply drop 0.440 mV
cells by family (layout without fill, tap and decap cells):
group	Yosys count	in the layout
flip-flops	71	71
adder cells (fa/ha/maj)	17	17
AND/OR/NAND/NOR	138	138
other	1	2
buffers and inverters	37	110
multiplexers	28	28
XOR/XNOR	26	26
AND-OR/OR-AND	51	51
cell usage after synthesis, drive strengths merged, types with 6 or more instances:
cell    instances  area share
clkbuf         13       0.014
xor2           14       0.035
mux2i          15       0.043
buf            13       0.021
a21oi          27       0.039
dfxtp          71        0.41
a211oi          6       0.016
nor3           16       0.024
nand3          13       0.019
ha             17       0.061
mux4           12       0.078
inv            11       0.012
nor2           57       0.062
xnor2          12       0.030
nand2          22       0.024
metrics by stage:
stage                     cells  area [µm²]  total power, mW
after global routing        523        4480             2.61
after floorplan             370        3490             1.63
after detailed placement    504        4260             1.81
after CTS                   523        4480             2.46
after global placement      504        4260             1.80
final                       523        4480             2.43
layout make-up:
cell class              instances  area, µm²  area share
flip-flops and latches         71       1420       0.317
inverters                      11       41.3     0.00922
well taps                      80        100      0.0223
multi-input cells             262       1900       0.425
repair buffers                 79        781       0.174
clock buffers                  14        189      0.0422
clock inverters                 6       43.8     0.00978
worst register-to-register path, cell delays in order (launching register included):
cell and delay [ns]:
dfxtp_1 0.78, ha_1 0.41, nand2_1 0.24, or4b_2 0.68
a21oi_1 0.15
sequential cells by signal, indices dropped and copies added (netlist names), 2 cells and up:
signal	count
timer	13
rd_bit	2
blanktimer	13
rd_app	3
rd_row	3
state	8
rd_col	7
a	3
delay	4
final timing paths:
check / endpoint / from / depth (start not counted) / slack [ns]
max: mem_clk / clk / 3 / 0.49
max reg2reg: rd_app[9] / rd_bit[1] / 4 / 1.39
min: state[3] / state[7] / 1 / 0.44
min reg2reg: state[3] / state[7] / 1 / 0.44
cell usage in the layout, fill, tap and decap left out, types with 11 or more instances in the layout:
cell,instances
clkdlybuf4s50_1,77
dfxtp_1,71
nor2_1,56
a21oi_1,27
nand2_1,21
ha_1,17
nor3_1,15
mux2i_1,15
xor2_1,14
nand3_1,13
clkbuf_8,13
xnor2_1,12
mux4_2,12
inv_1,11
metal layers:
metal	part of all wire	routed length, µm	GRT usage
met5	0	0	0
met4	0.012	78	0.0227
met3	0.060	399	0.0553
met2	0.43	2860	0.278
met1	0.49	3270	0.308
power by group:
group          leakage (nW)  internal [mW]  switching [mW]
clock network         0.118          0.350           0.304
registers             0.580          0.897           0.129
logic                 0.996          0.369           0.381
total                  1.69           1.62           0.815
No activity file was given, so power comes from the tool's default toggle rates.
