`/design/flow/design.v`:
```
`timescale 1 ps / 1 ps
module avalon_csr
(
		input   wire		 clk,
		input   wire         rst, 
		output  wire         mm_waitrequest,       
		output  wire [31:0]  mm_readdata,          
		output  wire         mm_readdatavalid,     
		input wire [31:0] 	 mm_writedata,         
		input wire [9:0]  	 mm_address,           
		input wire        	 mm_write,             
		input wire        	 mm_read,             
		output wire [31:0]   reg0,
		output wire [31:0]   reg1,
		output wire [31:0]   reg2,
		output wire [31:0]   reg3,
		output wire [31:0]   reg4,
		output wire [31:0]   reg5,
		output wire [31:0]   reg6,
		output wire [31:0]   reg7,
		input wire  [31:0]   reg8
);
	assign reg0 = slv_reg0;
	assign reg1 = slv_reg1;
	assign reg2 = slv_reg2;
	assign reg3 = slv_reg3;
	assign reg4 = slv_reg4;
	assign reg5 = slv_reg5;
	assign reg6 = slv_reg6;
	assign reg7 = slv_reg7;
	reg [31:0]	slv_reg0;
	reg [31:0]	slv_reg1;
	reg [31:0]	slv_reg2;
	reg [31:0]	slv_reg3;
	reg [31:0]	slv_reg4;
	reg [31:0]	slv_reg5;
	reg [31:0]	slv_reg6;
	reg [31:0]	slv_reg7;
    reg [31:0] reg_mm_readdata;
	reg [31:0] reg_data_out;
	reg reg_readdatavalid;
	wire	 slv_reg_rden;
	wire	 slv_reg_wren;
	assign mm_waitrequest = 1'b0;
	assign mm_readdatavalid = reg_readdatavalid;
    assign mm_readdata = reg_mm_readdata;
	assign slv_reg_rden = mm_read;
	assign slv_reg_wren = mm_write;
	always @(posedge clk)
	begin
		if(rst == 1'b1)
			begin
				slv_reg0 <= 0;
	      		slv_reg1 <= 0;
	      		slv_reg2 <= 0;
	      		slv_reg3 <= 0;
	      		slv_reg4 <= 0;
	      		slv_reg5 <= 0;
	      		slv_reg6 <= 0;
	      		slv_reg7 <= 0;
			end
		else
			begin
				if (slv_reg_wren)
	      		begin
	      	  		case ( mm_address )
	      	    		5'h0:
						  slv_reg0 <= mm_writedata;
	      	    		5'h4:
						  slv_reg1 <= mm_writedata;
	      	    		5'h8:
						  slv_reg2 <= mm_writedata;						  
	      	    		5'hC:
						  slv_reg3 <= mm_writedata;
	      	    		5'h10:
						  slv_reg4 <= mm_writedata;
	      	    		5'h14:
						  slv_reg5 <= mm_writedata;
	      	    		5'h18:
						  slv_reg6 <= mm_writedata;
	      	    		5'h1C:
						  slv_reg7 <= mm_writedata;
	      	    	default : begin
	      	    	            slv_reg0 <= slv_reg0;
	      	    	            slv_reg1 <= slv_reg1;
	      	    	            slv_reg2 <= slv_reg2;
	      	    	            slv_reg3 <= slv_reg3;
	      	    	            slv_reg4 <= slv_reg4;
	      	    	            slv_reg5 <= slv_reg5;
	      	    	            slv_reg6 <= slv_reg6;
	      	    	            slv_reg7 <= slv_reg7;
	      	    	          end
	      	  		endcase
				end
			end
	end	
	always @(*)
	begin
	      case ( mm_address )
	        6'h0   : reg_data_out <= slv_reg0;
	        6'h4   : reg_data_out <= slv_reg1;
	        6'h8   : reg_data_out <= slv_reg2;
	        6'hC   : reg_data_out <= slv_reg3;
	        6'h10   : reg_data_out <= slv_reg4;
	        6'h14   : reg_data_out <= slv_reg5;
	        6'h18   : reg_data_out <= slv_reg6;
	        6'h1C   : reg_data_out <= slv_reg7;
			  6'h20	: reg_data_out <= reg8;
	        default : reg_data_out <= 0;
	      endcase
	end
	always @( posedge clk )
	begin
	  if ( rst == 1'b1 )
	    begin
	      reg_mm_readdata  <= 0;
		  reg_readdatavalid <= 0;
	    end 
	  else
	    begin    
	      if (slv_reg_rden)
	        begin
		      reg_readdatavalid <= 1;			
	          reg_mm_readdata <= reg_data_out;      
	        end
		  else
		  	reg_readdatavalid <= 0;	   
	    end
	 end
	endmodule
```
`/design/flow/run.sh`:
```
#!/bin/bash
# OpenROAD 26Q1-2900-gdf79404cd8, Yosys 0.63+post, stock flow scripts
make -C /OpenROAD-flow-scripts/flow DESIGN_CONFIG=/design/flow/config.mk WORK_HOME=/design/flow/orfs finish
```
`/design/flow/config.mk`:
```
export PLATFORM = sky130hd
export DESIGN_NAME = avalon_csr
export DESIGN_NICKNAME = avalon_csr
export VERILOG_FILES = /design/flow/design.v
export SDC_FILE = /design/flow/constraint.sdc
export NUM_CORES = 4
export LEC_CHECK = 1
export CORE_UTILIZATION = 40
```
`/design/flow/constraint.sdc`:
```
current_design avalon_csr

set clk_period 4.5
set clk_io_pct 0.2

create_clock -name clk0 -period $clk_period [get_ports {clk}]

set non_clock_inputs [all_inputs -no_clocks]
set_input_delay [expr $clk_period * $clk_io_pct] -clock clk0 $non_clock_inputs
set_output_delay [expr $clk_period * $clk_io_pct] -clock clk0 [all_outputs]
```
==> flow_metrics.env <==
# source this file to load flow results
export IMPL_leakage_nw=6.287
export IMPL_startpoint_type="input pin"
export IMPL_die_y_um=178.8
export IMPL_ff_type="dfxtp_1"
export IMPL_core_um2=30670
export IMPL_ff2ff_setup_slack_ns=3.01
export IMPL_yosysChipArea_um2=12500
export IMPL_io_pins=368
export IMPL_dieArea_um2=31960
export IMPL_hold_start="reg_mm_readdata[16]"
export IMPL_overflow=0
export IMPL_clock_path_buffers=3
export IMPL_post_cts_buffers=0
export IMPL_min_to="reg_mm_readdata[16]"
export IMPL_hold_viol=0
export IMPL_worst_pin_slew_ns=0.8928
export IMPL_syn_area_um2=12500
export IMPL_fillCellCount=2664
export IMPL_io_buffer_count=366
export IMPL_clk_transition_reported_paths_ns=0.06
export IMPL_antenna_found_initial=4
export IMPL_via_per_inst=5.633
export IMPL_yosysWarnings=1
export IMPL_dp_hpwl_um=34400
export IMPL_cts_root_buf="clkbuf_16"
export IMPL_cts_buffers=34
export IMPL_critical_path_buf_inv_count=3
export IMPL_place_gp_congestion=0.8901
export IMPL_critPathTopFamily="simple AND/OR/NAND/NOR gates"
export IMPL_clock_fmax_ghz=0.3015
export IMPL_endpoint_kind="flop"
export IMPL_ys_cells=1472
export IMPL_dr_pass1_iters=5
export IMPL_h_tree_depth=2
export IMPL_p_total_mw=5.585
export IMPL_worstPathRequired_ns=4.86
export IMPL_grt_setup_unrepaired="no"
export IMPL_setup_violations_final=0
export IMPL_synthCells=1472
export IMPL_vias=12302
export IMPL_drv_cap=0
export IMPL_clk_latency_ns=0.51
export IMPL_drv_slew=0
export IMPL_crit_arrival_ns=3.67
export IMPL_ys_seq_share_pct=46.28
export IMPL_critPathKind="in -> reg"
export IMPL_slew_headroom_pct=40.48
export IMPL_slowest_stage="or4_1"
export IMPL_fin_skew_ns=0.01142
export IMPL_area_delta_synth_final_pct=40.10
export IMPL_drt_iter0_markers=964
export IMPL_hold_path_class="reg -> reg"
export IMPL_rr_worst_depth=4
export IMPL_synth_cell_types=48
export IMPL_cpPeakStageDelay_ns=0.88
export IMPL_synthArstFlopShare_pct=0
export IMPL_crit_path_max_fanout=22
export IMPL_holdPathStages=2
export IMPL_grt_pass1_wl_um=72840
export IMPL_ir_drop_mv=0.2413
export IMPL_grt_pass1_vias=11331
export IMPL_num_rows=64
export IMPL_p_per_area_nw_per_um2=318.9
export IMPL_drt_total_wl_um=50380
export IMPL_wl_per_cell_um=23.07
export IMPL_fin_crit_sh_pct=73.69
export IMPL_placed_area_um2=16410
export IMPL_cts_hold_fix_buffers=0
export IMPL_min_period_ns=3.316
export IMPL_ys_flops=289
export IMPL_ant_nets=0
export IMPL_r2r_end="reg_mm_readdata[11]"
export IMPL_grt_max_degree=76
export IMPL_drc=0
export IMPL_grt_usage_pct=32.12
export IMPL_cpMostUsedCell="buf_4"
export IMPL_drive_gt1_share_pct=8.852
export IMPL_cts_sink_count=289
export IMPL_postLayoutCellArea_um2=17510
export IMPL_syn_area_per_cell_um2=8.492
export IMPL_cts_tree="yes"
export IMPL_fin_setup_tns_ns=0
export IMPL_status="finished, final reports clean"
export IMPL_r2r_start="slv_reg3[11]"
export IMPL_fp_util_pct=40.76
export IMPL_synth_edff_count=0
export IMPL_crit_chain="clkdlybuf4s50_1 -> or4_1 -> nor3_4 -> buf_4 -> nand3_2 -> buf_4 -> nand2_1 -> a21oi_1"
export IMPL_whs_ns=0.4451
export IMPL_warnings=25
export IMPL_die_width_um=178.8
export IMPL_cts_repair_resized=0
## how the worst max path moves through the flow
stage,start,to,slack [ns],depth (start not counted)
4_1_cts,mm_address[7],slv_reg0[19],1.21,8
5_1_grt,mm_address[7],slv_reg0[6],1.07,6
6_report,mm_address[7],slv_reg0[11],1.18,8
## routing by layer
layer	GRT usage, %	routed length (um)
met3	10.38	5268
met1	46.06	20980
met2	47.28	22370
met5	0	27
met4	9.922	1739
## placed cells by master, fill, tap and decap left out, drive strengths merged, types with 6 or more instances in the layout
cell type	instances
nand2	415
clkdlybuf4s50	362
dfxtp	289
a21oi	216
mux2i	103
nor2	95
clkbuf	49
buf	44
a22oi	28
a22o	25
mux4	22
mux2	19
o2bb2ai	17
o21ai	15
o211ai	10
o221ai	8
nand3	7
a32oi	6
## worst reg2reg max path, stage by stage, from the launching register on
cell	delay [ns]
dfxtp_1	0.33
mux4_2	0.52
a22o_1	0.31
a21oi_1	0.14
o21ai_1	0.07
## stage by stage
| step | util [%] | std cells | setup slack (ns) |
|---|---|---|---|
| after floorplan | - | 1472 | 1.967 |
| after global placement | 53.51 | 2124 | 0.7630 |
| after detailed placement | 53.51 | 2124 | 0.6926 |
| after CTS | 57.08 | 2181 | 1.212 |
| after global routing | 57.09 | 2182 | 1.073 |
| final | 57.10 | 2184 | 1.184 |
## synthesized netlist by cell type (3+ instances only)
cell       number  area share [%]
a21oi_1       216             8.6
a221oi_1        3            0.21
a22o_1         25             1.8
a22oi_1        28             1.7
a32oi_1         6            0.42
and2_1          3            0.15
and3_1          5            0.25
buf_1           4            0.12
buf_2          41             1.6
buf_4           6            0.36
buf_6           8            0.72
clkbuf_1       92             2.8
dfxtp_1       289              46
mux2_2         19             1.7
mux2i_1       103             8.2
mux4_2         22             4.0
nand2_1       415              12
nand3_1         7            0.28
nor2_1         94             2.8
nor2b_1         5            0.25
o211ai_1       10            0.60
o21ai_0         9            0.36
o21ai_1         6            0.24
o221ai_1        8            0.56
o2bb2ai_1      17             1.2
## power breakdown
| part | leakage, nW | switching, mW | internal (mW) | total [mW] |
|---|---|---|---|---|
| Sequential | 2.33 | 0.000836 | 2.56 | 2.56 |
| Clock | 0.539 | 1.09 | 1.67 | 2.75 |
| Combinational | 3.42 | 0.176 | 0.0970 | 0.273 |
## cells by family (layout without fill, tap and decap cells)
group / count (synthesis) / count (layout) / share of synthesized area [%]
AND-OR/OR-AND: 334 / 334 / 16.03
buffers and inverters: 151 / 464 / 5.605
flip-flops: 289 / 289 / 46.28
AND/OR/NAND/NOR: 553 / 553 / 18.13
multiplexers: 144 / 144 / 13.92
other: 1 / 4 / 0.03000
## final cells by class
type / count / area, um^2 / share of cell area, %
repair buffers: 407 / 4053 / 23.14
clock inverters: 9 / 130.1 / 0.7430
well taps: 396 / 495.5 / 2.829
clock buffers: 48 / 964.7 / 5.508
diodes: 3 / 7.507 / 0.04287
flip-flops and latches: 289 / 5786 / 33.04
multi-input cells: 1032 / 6077 / 34.70
No activity file was given, so power comes from the tool's default toggle rates.
